## flow/config.mk

```make
export PLATFORM = sky130hd
export DESIGN_NAME = RegisterFile
export DESIGN_NICKNAME = RegisterFile
export VERILOG_FILES = /design/flow/design.v
export SDC_FILE = /design/flow/constraint.sdc
export NUM_CORES = 4
export LEC_CHECK = 1
export CORE_UTILIZATION = 30
```

## flow/constraint.sdc

```tcl
current_design RegisterFile

set clk_period 3.3
set clk_io_pct 0.2

create_clock -name clk0 -period $clk_period [get_ports {Clock}]

set non_clock_inputs [all_inputs -no_clocks]
set_input_delay [expr $clk_period * $clk_io_pct] -clock clk0 $non_clock_inputs
set_output_delay [expr $clk_period * $clk_io_pct] -clock clk0 [all_outputs]
```

## flow/design.v

```verilog
`timescale 1ns / 1ps
module RegisterFile(
input[2:0] RS,
input[2:0] RT,
input[2:0] RD,
input[15:0] WriteData,
output[15:0] ReadRS,
output[15:0] ReadRT,
input RegWrite,
input Clock);
reg [15:0] Registers[7:0];
always @(posedge Clock)
begin  
if(RegWrite)
begin
Registers[RD] <= WriteData;
end
end
assign ReadRS = Registers[RS];
assign ReadRT = Registers[RT];
endmodule
```

## flow/run.sh

```bash
#!/bin/bash
# OpenROAD 26Q1-2900-gdf79404cd8, Yosys 0.63+post, stock flow scripts
make -C /OpenROAD-flow-scripts/flow DESIGN_CONFIG=/design/flow/config.mk WORK_HOME=/design/flow/orfs finish
```

==> notes.md <==
Implementation status.

- The run finished with clean final reports.
- The height of the die is ~140 um.
- The instance count after placement with tap cells included is approximately 580.
- The initial antenna violation count is 0.
- The worst VDD IR drop from the latest analysis is about 0.31 mV.
- Across the run, the number of max-cap violations was 0.
- In the routed netlist, the antenna diode instances number 0.
- Once layout is complete, the utilization of the core stands at between 30% and 40%.
- The register area share after synthesis is a little under two thirds.
- The critical path's slowest stage uses the library cell sky130_fd_sc_hd__clkdlybuf4s50_1.
- According to the timing report, the arrival time at the worst endpoint equals roughly 2.5 ns.
- The first global-routing pass estimated 18100 um of wire.
- Counting only logic cells after layout, the most numerous master is sky130_fd_sc_hd__edfxtp_1.
- The total number of vias is between 3000 and 4000.
- The detailed-placement wirelength estimate is ~7000 um.
- The type of element launching the critical path is an input port.
- The layout report lists the combined flip-flop and latch area as a little under 0.004 mm2.
- The number of nets still failing antenna checks after routing is 0.
- The highest clock frequency the design can meet is about 0.32 GHz.
- The clock tree synthesis step divided the H-tree into 4 levels.
- STA reports the tightest min-delay check as being of type in2reg.
- TritonCTS built the clock tree.
- The analysis attributes to cell leakage a power of 2.54 nW.
- The total I/O pin count is a little under 60.
- After layout, the design draws a total of about 3.8 mW.
- The final weighted congestion recorded by global placement is 0.733.
- The total of flip-flops plus latches after synthesis is around 130.
- By instance count, the cell type seen most on the critical path is sky130_fd_sc_hd__clkdlybuf4s50_1.
- In the final layout, the multi-input gates occupy 0.00208 mm2.
- Headroom to the max-slew limit came out at between 70% and 80%.
- After global routing, the most crowded layer is met2.
- The growth of design area from synthesis to finish is 24.7%.
- The worst-margin pin slew is around 0.33 ns.
- The largest registers in the layout are Registers x128.
- The gate count after technology mapping is roughly 260.
- The placed instances occupy a cell area of 0.00703 mm2.
- Counting I/O delays and the setup requirement, the final critical path takes approximately 3.1 ns.
- In this run, post-CTS repair resized a total of 0 instances.
- The total wire length after detailed routing is 12000 um.
- In the global route stage, met3 resource usage came out at 9.37%.
- Buffers inserted to repair hold after CTS numbered 0.
- The mapped cell area is around 0.0060 mm2.
- The yosys stat chip area is 0.00604 mm2.
- The clock net in this run drives a total of approximately 130 sinks.
- For this block, the initial DRC count from the detailed router was roughly 120.
- The pin count of the biggest net entering global routing is 33.
- On the critical path the largest part of the delay comes from buffers and inverters.
- Together, buffers and inverters on the worst path number 3.
- The post-route fraction of the period consumed by the critical path is roughly 95%.
- The via count of the first global-routing pass is around 3300.
- More flip-flops sit in one register than any other, and that register is Registers.
- The number of remaining DRC errors is 0.
- The element type at the critical path end is an output port.
- The summed area of non-filler cells in the final layout is around 0.0075 mm2.
- A synthesized cell averages roughly 24 um2.
- Once the floorplan was initialized, standard cells occupied a little under a third of the core.
- The final setup violation count is 0.
- Per the final report, max-transition violations number 0.
- For reference, the placement row count at floorplan is just over 50.
- For this design the ratio of total power to cell area is roughly 500 mW/mm2.
- CTS added clock buffers totalling 17.
- The number of inserted filler cells in the final layout is 1744.
- STA puts the critical path data required time at between 2 and 3 ns.
- The report lists the cells along the critical path as clkdlybuf4s50_1, buf_12, mux4_1, mux2_2, clkdlybuf4s50_1.
- The global router's overall resource usage is 13.2%.
- The warning total across the stage logs is 25.
- In this run the full chip footprint comes out at approximately 0.021 mm2.
- The number of flip-flops in the largest register is between 100 and 150.
- Cells with a size suffix above 1 make up 24.6% of the layout.
- For this run, the detailed router's first-pass iteration total came to 4.
- The root cell of the clock tree is sky130_fd_sc_hd__clkbuf_16.
- Per the CTS log, the buffer count on the longest clock path is 2.
- The post-detailed-route wirelength per cell is ~20 um.
- According to the floorplan report, the die width is between 100 and 150 um.
- For reference, the clock transition at the flip-flops on the worst setup and hold paths is 0.05 ns.
- The global routing report lists met1 layer usage as 15.4%.
- Summed over all layers, the global routing overflow is 0.
- In the setup report, the worst path falls into the class in2out.
- The core area is roughly 0.02 mm2.
- The global routing usage on met2 is approximately a fifth.
- Adding up every negative setup slack in the final design gives 0 ns.
- The script logs the ratio of routed vias to standard cells as 4.96.
- The synthesized netlist was found by Yosys to have between 200 and 300 cells.
- The netlist uses 12 different library cells.
- In the final report, the number of hold violations comes to 0.
- The longest individual stage delay on the worst path is around 0.51 ns.
- Setup repair after global routing left no endpoint under its margin.
- The most common logic cells in the final layout are sky130_fd_sc_hd__edfxtp_1 (128), sky130_fd_sc_hd__mux4_1 (56), sky130_fd_sc_hd__clkdlybuf4s50_1 (56).
- Excluding fillers, the count of instances in the completed layout stands at around 610.
- The count of input and output buffers is 58.
- Once the clock tree was built, the setup fixing pass inserted 0 buffers.
- Max fanout on the critical path was recorded as 32.
- The count of warnings emitted by yosys is 1.
cell families (layout without fill, tap and decap cells):
kind of cell | count (synthesis) | in the layout | synth area share [%]
buffers and inverters | 18 | 104 | 2.15
and+or+nand+nor | 13 | 13 | 0.973
muxes | 96 | 96 | 33.3
DFF | 128 | 128 | 63.6
Yosys cell counts:
cell	n	area [um2]
sky130_fd_sc_hd__nor3_1	2	10.0
sky130_fd_sc_hd__nand2_1	2	7.51
sky130_fd_sc_hd__nand2b_1	3	18.8
sky130_fd_sc_hd__nor2_1	6	22.5
sky130_fd_sc_hd__clkbuf_1	2	7.51
sky130_fd_sc_hd__edfxtp_1	128	3840
sky130_fd_sc_hd__mux2_2	32	360
sky130_fd_sc_hd__mux4_1	56	1470
sky130_fd_sc_hd__buf_1	6	22.5
sky130_fd_sc_hd__mux4_2	8	180
sky130_fd_sc_hd__clkbuf_2	2	10.0
sky130_fd_sc_hd__buf_6	8	90.1
stage by stage:
stage / hold slack [ns] / setup WS (ns)
floorplan: 0.759 / 0.917
global placement: 1.39 / 0.130
detailed placement: 1.41 / 0.152
CTS: 0.987 / 0.137
global route: 1.01 / 0.0964
finish: 0.997 / 0.165
worst paths after layout:
kind,slack [ns],end,cells after the start,startpoint
worst max-delay path,0.17,ReadRT[4],5,RT[2]
worst min-delay path,1.0,Registers[7][5],1,WriteData[5]
where the power goes:
part	switching [mW]	internal, mW
clock network	0.587	1.01
registers	0.0171	1.85
logic	0.138	0.236
metal layers:
| metal | wire length [um] | up-vias |
|---|---|---|
| met5 | 0 | - |
| met4 | 131 | 0 |
| met3 | 1680 | 13 |
| met2 | 5960 | 160 |
| met1 | 4250 | 1511 |
| li1 | - | 1324 |
cell type report:
class	instances	area share [%]
timing repair buffer	75	10.3
tap	265	4.40
clock inverter	9	0.946
sequential	128	51.0
multi-input combinational	109	27.6
clock buffer	20	5.79
Power is estimated from default activity; no workload was simulated.
